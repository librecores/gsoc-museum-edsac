==> design.v <==
module timing_ctrl_shift
  (output wire seventy_d35,
   output wire da,  
   output wire dx,  
   output wire dy,  
   output wire g2_pos,  
   output wire g2_neg,  
   input wire  clk,
   input wire  c5,  
   input wire  c6,  
   input wire  zero_d0,
   input wire  d35
  );
   wire g2_pos_del;
   wire g2_neg_del;
   wire timing_store_in;
   wire timing_store_out;
   wire ff_set;
   assign ff_set = (timing_store_out & (c5 | c6) & g2_neg_del) | zero_d0;
   assign da = g2_pos_del & timing_store_out;
   flipflop ff_g2
     (.out     (g2_pos),
      .out_bar (g2_neg),
      .set     (ff_set),
      .reset   (dy)
     );
   assign timing_store_in = dy | ff_set;
   delay #(.INTERVAL(36)) timing_store
     (.out (timing_store_out),
      .clk (clk),
      .in  (timing_store_in)
     );
   delay #(.INTERVAL(1)) dl_dy
     (.out (dy),
      .clk (clk),
      .in  (da)
     );
   delay #(.INTERVAL(1)) dl_pos
     (.out (g2_pos_del),
      .clk (clk),
      .in  (g2_pos)
     );
   delay #(.INTERVAL(1)) dl_neg
     (.out (g2_neg_del),
      .clk (clk),
      .in  (g2_neg)
     );
   assign dx = ff_set & c5;
   assign seventy_d35 = d35 & ff_set;
endmodule
module delay
  #(parameter INTERVAL = 1
   )
   (output wire out,
    input wire  clk,
    input wire  in
   );
   reg data_clr = 1'b1;
   reg data_in_gate = 1'b1;
   delay_line #(.STORE_LEN(1), .WORD_WIDTH(INTERVAL)) dl
     (.monitor      (),
      .data_out     (out),
      .clk          (clk),
      .data_in      (in),
      .data_in_gate (data_in_gate),
      .data_clr     (data_clr)
     );
endmodule
module delay_line
  #(parameter STORE_LEN  = 16,
    parameter WORD_WIDTH = 36
   )
   (output reg [STORE_LEN*WORD_WIDTH-1:0] monitor,
    output reg                            data_out,
    input wire                            clk,
    input wire                            data_in,
    input wire                            data_in_gate,
    input wire                            data_clr  
   );
   reg [STORE_LEN*WORD_WIDTH-1:0] store;
   integer                        i;
   initial begin
      monitor = 0;
      store = 0;
      data_out = 1'b0;
   end
   always @(posedge clk) begin
      for (i = 0; i < STORE_LEN*WORD_WIDTH-1; i = i + 1)
        store[i] <= store[i+1];
      store[STORE_LEN*WORD_WIDTH-1] <= (data_in_gate) ? data_in : (store[0] & data_clr);
   end
   always @(negedge clk) begin
      monitor[STORE_LEN*WORD_WIDTH-1:0] <= store[STORE_LEN*WORD_WIDTH-1:0];
      data_out <= store[0];
   end
endmodule
module flipflop
   (output wire out,
    output wire out_bar,
    input wire  set,
    input wire  reset
   );
   reg outi = 1'b0;
   always @(posedge set) begin
      outi <= 1'b1;
   end
   always @(posedge reset) begin
      outi <= 1'b0;
   end
   assign out = outi;
   assign out_bar = ~out;
endmodule
==> run.sh <==
#!/bin/bash
# OpenROAD 26Q1-2900-gdf79404cd8, Yosys 0.63+post, stock flow scripts
make -C /OpenROAD-flow-scripts/flow DESIGN_CONFIG=/design/flow/config.mk WORK_HOME=/design/flow/orfs finish
==> config.mk <==
export PLATFORM = sky130hd
export DESIGN_NAME = timing_ctrl_shift
export DESIGN_NICKNAME = timing_ctrl_shift
export VERILOG_FILES = /design/flow/design.v
export SDC_FILE = /design/flow/constraint.sdc
export NUM_CORES = 4
export LEC_CHECK = 1
export CORE_AREA = 10 10 81 81
export DIE_AREA = 0 0 91 91
==> constraint.sdc <==
current_design timing_ctrl_shift

set clk_period 1.3
set clk_io_pct 0.2

create_clock -name clk0 -period $clk_period [get_ports {clk}]

set non_clock_inputs [all_inputs -no_clocks]
set_input_delay [expr $clk_period * $clk_io_pct] -clock clk0 $non_clock_inputs
set_output_delay [expr $clk_period * $clk_io_pct] -clock clk0 [all_outputs]
==> flow_summary.yaml <==
# synthesis and place-and-route metrics
status:
  status: "finished with violations"
  violations: "setup timing"
power:
  swShare_pct: 17.67
  pwr-share-seq_pct: 58.1
  irDropWorstVdd_mv: 0.8732
  leakage_uw: 0.0004610
  intPower_uw: 1819
  combPwrFrac_pct: 1.4
  clkPwrFrac_pct: 40.5
  power_uw: 2209
  powerDensity_mw_per_mm2: 2009
  switchingPower_uw: 390.4
drt:
  viasPerCell: 2.425
  dr_total_vias: 325
  antenna_left: 0
  wl_um: 945
  drt_iter0_drc: 5
  antenna_cells: 0
  dr.pass1.iters: 2
  route.detailed.drc: 0
  wire_per_inst_um: 7.052
clock_network:
  clk_latency_ns: 0.33
  cts_buffer_depth: 2
  cts_tree: "done"
  cts_made_buffers: 5
  cts-root-buf: "clkbuf_8"
  h-tree-depth: 2
  cts_hold_buf: 0
  worst_setup_hold_path_clk_slew_ns: 0.06
  cts.sinks: 39
critical_path:
  path_buffers: 1
  cp.arrival_ns: 1.69
  startpoint_type: "flop"
  cpPeakStageDelay_ns: 0.32
  cp_top_family: "flip-flops"
  worstSetupPathType: "flop to output port"
  cp-end-kind: "output port"
  slowest_stage: "dfxtp_2"
  worstPathRequired_ns: 1.04
  critPathMaxFanout: 2
  crit_chain: "o211ai_1, a21boi_1, buf_2"
die:
  pin_count: 11
  initial_core_util_pct: 17.77
  dieArea_mm2: 0.008281
  die_x_um: 91
  die_h_um: 91
  fp-row-count: 25
  core-area_mm2: 0.004817
synth:
  synth_area_um2: 855.8
  yosys_warnings: 6
  netlist.area_leader.share_pct: 91.23
  postSynthCellCount: 52
  yosys-stat-cells: 52
  ys_area_um2: 855.8
  synth-main-ff-cell: "dfxtp_1"
  area_leaders: "dfxtp_1, buf_4, a21boi_1"
  async_flop_share_pct: 0
  seq_area_frac_synth_pct: 91.23
  synth_cell_types: 9
  syn_avg_cell_area_um2: 16.46
  edf_count: 0
  ys_top_cells_by_count: "dfxtp_1, buf_4, conb_1, inv_1"
  largest_area_cell: "dfxtp_1"
  synth_flops: 39
  yosys.cell_count.top_type: "dfxtp_1"
grt:
  grt_pass1_vias: 325
  antenna_found_initial: 0
  grt_pass1_wl_um: 1518
  grt_max_degree: 12
  grt-ovfl-total: 0
  grt_use_total_pct: 2.317
place:
  io_buffers: 6
  gp_congestion: 0.6778
  hpwl_um: 550.6
final_layout:
  fillers: 519
  drive_above_1_share_pct: 20.90
  syn2layout_area_growth_pct: 28.51
  fin_util_pct: 22.83
final_timing:
  tns_ns: -1.304
  hold_violations: 0
  rsz0062_at_grt: "true"
  setup_viol: 3
  drv_slew: 0
  fin_ws_ns: -0.6478
  fin_skew_ns: 0.06042
job:
  cap_violations: 0
  tool_warnings: 30
worst_hold_path:
  min_path_type: "flop to flop"
[layout by cell type (no fill, tap or decap), drive strengths merged]
cell           synthesis  routed
o211ai                 1       1
nor2b                  1       1
nand2                  1       1
clkdlybuf4s50          0       4
conb                   2       5
bufinv                 0       1
clkbuf                 0       7
inv                    2       3
dfxtp                 39      39
a21boi                 1       1
buf                    4       3
a21oi                  1       1
[kinds of logic after synthesis]
| logic type | synth area share (%) |
|---|---|
| DFF | 91.23 |
| buffers and inverters | 4.386 |
| AOI/OAI and AO/OA | 2.339 |
| and+or+nand+nor | 1.170 |
| other | 0.8775 |
[registers in the layout, indices dropped and copies added (netlist names)]
signal                    count
dl_neg.dl.data_out            1
timing_store.dl.data_out      1
timing_store.dl.store        36
dl_neg.dl.store               1
[power groups by stage]
stage     Clock, µW  Combinational [µW]  Sequential (µW)
6_report        895                31.2             1280
4_1_cts         917                30.1             1280
5_1_grt         992                35.5             1290
[area by class of cell]
type | instances | area, µm² | share of cell area (%)
Clock buffer | 7 | 86.33 | 7.850
Multi-Input combinational cell | 10 | 60.06 | 5.461
Inverter | 1 | 3.754 | 0.3413
Clock inverter | 3 | 25.02 | 2.275
Tap cell | 67 | 83.83 | 7.622
Timing Repair Buffer | 7 | 57.56 | 5.233
Sequential cell | 39 | 783.3 | 71.22
[layer usage]
metal	up-vias	global-route usage, %	share of wire [%]
li1	175	-	-
met1	142	3.115	56
met2	8	2.804	37
met3	0	1.660	7.1
met4	0	0.7833	0
met5	-	0	0
[through the flow]
step | cell area [µm²] | hold slack, ns | worst slack, ns | cells
2_1_floorplan | 868.3 | 0.3096 | -0.08997 | 55
3_3_place_gp | 989.7 | 0.3134 | -0.6209 | 125
3_5_place_dp | 989.7 | 0.3121 | -0.6673 | 125
4_1_cts | 1095 | 0.3276 | -0.6708 | 134
5_1_grt | 1100 | 0.3341 | -0.7817 | 134
6_report | 1100 | 0.3277 | -0.6478 | 134
[what timing repair did]
item	CTS	global route
resized	9	1
setup endpoints to repair	3	3
setup buffers	1	0
pin swaps	2	3
gates cloned	0	0
[path summary, 6_finish.rpt]
check                       startpoint  cells past startpoint                        end  slack [ns]
min reg2reg  timing_store.dl.store[30]                      0  timing_store.dl.store[29]        0.33
max                 dl_neg.dl.data_out                      3                seventy_d35       -0.65
max reg2reg         dl_neg.dl.data_out                      3  timing_store.dl.store[35]       -0.13
min          timing_store.dl.store[30]                      0  timing_store.dl.store[29]        0.33
Power figures rest on the tool's default switching activity, not on a simulated workload.
