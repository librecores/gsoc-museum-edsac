## flow/run.sh

```bash
#!/bin/bash
# OpenROAD 26Q1-2900-gdf79404cd8, Yosys 0.63+post, stock flow scripts
make -C /OpenROAD-flow-scripts/flow DESIGN_CONFIG=/design/flow/config.mk WORK_HOME=/design/flow/orfs finish
```

## flow/config.mk

```make
export PLATFORM = sky130hd
export DESIGN_NAME = digit_pulse_generator
export DESIGN_NICKNAME = digit_pulse_generator
export VERILOG_FILES = /design/flow/design.v
export SDC_FILE = /design/flow/constraint.sdc
export NUM_CORES = 4
export LEC_CHECK = 1
export CORE_UTILIZATION = 40
```

## flow/constraint.sdc

```tcl
current_design digit_pulse_generator

set clk_period 2.8
set clk_io_pct 0.2

create_clock -name clk0 -period $clk_period [get_ports {clk}]

set non_clock_inputs [all_inputs -no_clocks]
set_input_delay [expr $clk_period * $clk_io_pct] -clock clk0 $non_clock_inputs
set_output_delay [expr $clk_period * $clk_io_pct] -clock clk0 [all_outputs]
```

## flow/design.v

```verilog
module delay
  #(parameter INTERVAL = 1
   )
   (output wire out,
    input wire  clk,
    input wire  in
   );
   reg data_clr = 1'b1;
   reg data_in_gate = 1'b1;
   delay_line #(.STORE_LEN(1), .WORD_WIDTH(INTERVAL)) dl
     (.monitor      (),
      .data_out     (out),
      .clk          (clk),
      .data_in      (in),
      .data_in_gate (data_in_gate),
      .data_clr     (data_clr)
     );
endmodule
module delay_line
  #(parameter STORE_LEN  = 16,
    parameter WORD_WIDTH = 36
   )
   (output reg [STORE_LEN*WORD_WIDTH-1:0] monitor,
    output reg                            data_out,
    input wire                            clk,
    input wire                            data_in,
    input wire                            data_in_gate,
    input wire                            data_clr  
   );
   reg [STORE_LEN*WORD_WIDTH-1:0] store;
   integer                        i;
   initial begin
      monitor = 0;
      store = 0;
      data_out = 1'b0;
   end
   always @(posedge clk) begin
      for (i = 0; i < STORE_LEN*WORD_WIDTH-1; i = i + 1)
        store[i] <= store[i+1];
      store[STORE_LEN*WORD_WIDTH-1] <= (data_in_gate) ? data_in : (store[0] & data_clr);
   end
   always @(negedge clk) begin
      monitor[STORE_LEN*WORD_WIDTH-1:0] <= store[STORE_LEN*WORD_WIDTH-1:0];
      data_out <= store[0];
   end
endmodule
module digit_pulse_generator
  (output wire [35:0] digit_pulse,
   input wire         clk
  );
   reg [5:0]   count = 6'b00_0000;
   wire [35:0] outi;
   genvar      i;
   genvar      j;
   always @(negedge clk) begin
      if (count == 6'b01_1100)
        count <= 6'b11_1111;
      else
        count <= count - 6'b00_0001;
   end
   assign outi[0] = (count[5:0] == 6'b11_1111);
   generate
      for (i = 1; i < 36; i = i + 1) begin
         delay #(.INTERVAL(1)) dl
               (.out (outi[i]),
                .clk (clk),
                .in  (outi[i-1])
               );
      end
   endgenerate
   generate
      for (j = 0; j < 36; j = j + 1) begin
         assign digit_pulse[j] = outi[j] & clk;
      end
   endgenerate
endmodule
```

==> CHANGELOG.md <==
### Physical design

- Outcome: finished with violations
- Failing checks: negative setup slack
- Avg Cell Area, Syn: ~14 µm²
- Worst Setup Start Kind: register
- Worst-path fanout max: 2
- Aoi share: under 10%
- Mux cell area share: 0%
- Tightest Hold Check Type: register to register
- Die W: approximately 70 µm
- RSZ-0062 raised after global routing: true
- Yosys Instances: roughly 140
- Seq share, synth: about four fifths
- Final WS setup: -0.385 ns
- Netlist cell types: 21
- Synth-to-Final Area Change: 67.9%
- Clock power frac: about 73%
- Remaining global-route overflow: 0
- Total GRT Usage: between 10% and 20%
- Via count: ~1400
- Power share of the combinational group: 0%
- Total negative setup slack: -7.04 ns
- Clock Skews: ~0.064 ns
- Fillers: 284
- XORs/XNORs by Area: 0.454%
- Top cells, area: dfxtp_1, and2_1, ha_1, inv_1, clkbuf_1
- Prevailing post-synth register cell: dfxtp_1
- CP endpoint kind: output port
- DRT Wirelength: approximately 3800 µm
- Core Region: between 0.004 and 0.005 mm²
- Largest logic family: simple AND/OR/NAND/NOR gates
- Simple-Gate Area Share: between 10% and 20%
- Total power draw: 3960 µW
- Logic area: between 400 and 500 µm²
- Final Util: between 70 and 80%
- FP Core Util: between 40% and 50%
- Number of enable flip-flop cells: 0
- Final HPWL DP: about 1700 µm
- DP Worst Slack: -0.282 ns
- Wire per inst: 11.9 µm
- Ys async rst share: 0%
- Yosys warning count: 3
- Fraction of layout cells with a size suffix above 1: roughly 59%
- First-pass GRT wire length: roughly 6300 µm
- Yosys chip area: 0.00193 mm²
- Int Power: ~2900 µW
- Clk latency late pin: just over 0.5 ns
- Chip area: approximately 0.0051 mm²
- Hold-fix buffers, CTS: 0
- Crit path cell chain: ha_4 -> nand2_4 -> nor3_2 -> buf_2
- Initial antenna violation count: 0
- Max-slew violation count: 0
- Switching share of power: between 20% and 30%
- Largest net degree at the start of global routing: 13
- Antenna diodes: 0
- Synthesized netlist cell count: approximately 140
- P_leak: roughly 0.0016 µW
- Worst vdd ir: 0.698 mV
- CTS tree: built
- Least-Margin Pin Slew: around 0.29 ns
- Row Count: 24
- # DRC: 0
- CP arrival: 2.63 ns
- Adder share: 1.94%
- Via density: ~4.3
- DRT iter0 DRCs: 52
- Port Buffer Count: 36
- Drt first pass iters: 3
- Setup violators final: approximately 73
- Routed Antenna Nets: 0
- Synthesized cell area: around 0.0019 mm²
- Crit Path Class: register to output port
- Cell type with the largest total area: dfxtp_1
- PwrDens: between 1000 and 1500 mW/mm²
- Crit-path slowest cell: dfxtp_2
- I/O pins: 37
- Sw power: between 1000 and 1500 µW
- Register share of total power: around 27%
- Synth flops: 76
- Worst path required time: 2.24 ns
- Max cap viols: 0
- DIE HEIGHT: about 71 µm
- Clock-pin transition on the worst setup and hold timing paths: approximately 0.040 ns
- Max incr delay on CP: between 0.3 and 0.4 ns
- Max-area cell share: between 70 and 80%
- Register area: about 0.0016 mm²
- Vias in the first global route: approximately 1700
- Tool warnings: approximately 100
- Hold Fails Final Rpt: 0
- Slew HR: approximately four fifths
- Gpl congestion: around 0.69
==> power groups by stage <==
stage | Combinational, µW | Sequential (µW) | Clock [µW]
after global routing | 0.000204 | 1080 | 3170
final | 0.000204 | 1080 | 2870
after CTS | 0.000197 | 1080 | 2780
==> logic make-up after synthesis <==
group,after synthesis
flip-flops,76
buffers and inverters,7
XOR/XNOR,1
AND/OR/NAND/NOR,47
AND-OR/OR-AND,7
adder cells (fa/ha/maj),3
==> final cells by class <==
type                       count  area share [%]
timing repair buffer          23            5.44
clock buffer                  65            23.5
sequential                    76            48.4
tap                           52            2.01
inverter                       3           0.347
clock inverter                44            5.21
multi-input combinational     58            15.1
==> Yosys cell counts (2+ instances only) <==
cell type,n
inv_1,4
o21ai_1,2
dfxtp_1,76
ha_1,3
clkbuf_1,3
nor2_1,2
nand2_1,2
and2_1,36
==> cell usage in the layout, fill, tap and decap left out, types with 2 or more instances in the layout <==
| master | count |
|---|---|
| clkbuf_16 | 12 |
| buf_6 | 12 |
| ha_1 | 2 |
| buf_4 | 22 |
| inv_1 | 46 |
| dfxtp_2 | 38 |
| and2_4 | 26 |
| o21ai_1 | 2 |
| clkbuf_8 | 15 |
| and2_1 | 10 |
| clkbuf_1 | 2 |
| dfxtp_1 | 38 |
| buf_2 | 25 |
==> through the flow <==
stage,instance area (µm²),hold slack (ns),cells
floorplan,1930,0.430,141
global placement,2430,0.530,237
detailed placement,2430,0.546,237
CTS,3150,0.575,320
global route,3240,0.679,321
finish,3240,0.638,321
==> layer usage <==
layer / share of wire [%] / vias to the layer above / global-route usage (%) / wire length [µm]
met5: 0 / - / 0 / 0
met4: 3.4 / 0 / 20.0 / 130
met3: 9.8 / 17 / 16.5 / 373
met2: 41 / 54 / 15.6 / 1550
met1: 46 / 608 / 18.1 / 1750
li1: - / 693 / - / -
==> flip-flops by register name (all words and copies together), names as in the netlist <==
signal                  count
genblk1.dl.dl.data_out     35
genblk1.dl.dl.store        35
count                       6
==> path summary, 6_finish.rpt <==
check | start | end | slack, ns | cells after the start
min reg2reg | count[1] | count[3] | 0.64 | 3
max reg2reg | count[4] | genblk1[1].dl.dl.store | 0.06 | 8
min | count[1] | count[3] | 0.64 | 3
max | count[0] | digit_pulse[0] | -0.39 | 4
==> worst max-delay path: cells and delay by family (launching register included) <==
family                   cells  cell delay [ns]
adder cells (fa/ha/maj)      1             0.14
buffers and inverters        1             0.11
AND/OR/NAND/NOR              2             0.13
flip-flops                   1             0.35
==> repair_timing <==
| action | 4_1_cts | 5_1_grt |
|---|---|---|
| pin swaps | 37 | 3 |
| endpoints found under the setup margin | 73 | 74 |
| resized | 174 | 18 |
| setup buffers | 11 | 1 |
No activity file was given, so power comes from the tool's default toggle rates.
